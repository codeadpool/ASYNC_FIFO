==> config.mk <==
export PLATFORM = sky130hd
export DESIGN_NAME = afifo
export DESIGN_NICKNAME = afifo
export VERILOG_FILES = /design/flow/design.v
export SDC_FILE = /design/flow/constraint.sdc
export NUM_CORES = 4
export LEC_CHECK = 1
export CORE_UTILIZATION = 50
==> constraint.sdc <==
current_design afifo

set clk_period 3.6
set clk_io_pct 0.2

create_clock -name clk0 -period $clk_period [get_ports {rclk}]
create_clock -name clk1 -period $clk_period [get_ports {wclk}]

set non_clock_inputs [all_inputs -no_clocks]
set_input_delay [expr $clk_period * $clk_io_pct] -clock clk0 $non_clock_inputs
set_output_delay [expr $clk_period * $clk_io_pct] -clock clk0 [all_outputs]
==> design.v <==
module afifo #(
    parameter DSIZE = 8,   
    parameter ASIZE = 4    
)(
    output [DSIZE-1:0] rdata,
    output wfull,
    output rempty,
    input  [DSIZE-1:0] wdata,
    input  winc, wclk, wrst_n,
    input  rinc, rclk, rrst_n
);
    wire [ASIZE-1:0] waddr, raddr;
    wire [ASIZE:0] wptr, rptr, wq2_rptr, rq2_wptr;
    sync_r2w #(ASIZE) sync_r2w (
        .wq2_rptr(wq2_rptr),
        .rptr(rptr),
        .wclk(wclk),
        .wrst_n(wrst_n)
    );
    sync_w2r #(ASIZE) sync_w2r (
        .rq2_wptr(rq2_wptr),
        .wptr(wptr),
        .rclk(rclk),
        .rrst_n(rrst_n)
    );
    fifomem #(DSIZE, ASIZE) fifomem (
        .rdata(rdata),
        .wdata(wdata),
        .waddr(waddr),
        .raddr(raddr),
        .wclken(winc),
        .wfull(wfull),
        .wclk(wclk)
    );
    rptr_empty #(ASIZE) rptr_empty (
        .rempty(rempty),
        .raddr(raddr),
        .rptr(rptr),
        .rq2_wptr(rq2_wptr),
        .rinc(rinc),
        .rclk(rclk),
        .rrst_n(rrst_n)
    );
    wptr_full #(ASIZE) wptr_full (
        .wfull(wfull),
        .waddr(waddr),
        .wptr(wptr),
        .wq2_rptr(wq2_rptr),
        .winc(winc),
        .wclk(wclk),
        .wrst_n(wrst_n)
    );
endmodule
module fifomem #(
    parameter DATASIZE = 8,   
    parameter ADDRSIZE = 4    
)(
    output [DATASIZE-1:0] rdata,
    input  [DATASIZE-1:0] wdata,
    input  [ADDRSIZE-1:0] waddr,
    input  [ADDRSIZE-1:0] raddr,
    input  wclken, wfull, wclk
);
    localparam DEPTH = 1 << ADDRSIZE;
    reg [DATASIZE-1:0] mem [0:DEPTH-1];
    assign rdata = mem[raddr];
    always @(posedge wclk)
        if (wclken && !wfull)
            mem[waddr] <= wdata;
endmodule
module rptr_empty #(parameter ADDRSIZE = 4) (
    output reg rempty,
    output     [ADDRSIZE-1:0] raddr,
    output reg [ADDRSIZE:0] rptr,
    input      [ADDRSIZE:0] rq2_wptr,
    input      rinc, rclk, rrst_n
);
    reg [ADDRSIZE:0] rbin;
    wire [ADDRSIZE:0] rgraynext, rbinnext;
    always @(posedge rclk or negedge rrst_n) begin
        if (!rrst_n) {rbin, rptr} <= 0;
        else         {rbin, rptr} <= {rbinnext, rgraynext};
    end
    assign raddr = rbin[ADDRSIZE-1:0];
    assign rbinnext = rbin + (rinc & ~rempty);
    assign rgraynext = (rbinnext >> 1) ^ rbinnext;
    wire rempty_val = (rgraynext == rq2_wptr);
    always @(posedge rclk or negedge rrst_n) begin
        if (!rrst_n) rempty <= 1'b1;
        else         rempty <= rempty_val;
    end
endmodule
module sync_r2w #(parameter ADDRSIZE = 4) (
    output reg [ADDRSIZE:0] wq2_rptr,
    input      [ADDRSIZE:0] rptr,
    input      wclk, wrst_n
);
    reg [ADDRSIZE:0] wq1_rptr;
    always @(posedge wclk or negedge wrst_n) begin
        if (!wrst_n) {wq2_rptr, wq1_rptr} <= 0;
        else         {wq2_rptr, wq1_rptr} <= {wq1_rptr, rptr};
    end
endmodule
module sync_w2r #(parameter ADDRSIZE = 4) (
    output reg [ADDRSIZE:0] rq2_wptr,
    input      [ADDRSIZE:0] wptr,
    input      rclk, rrst_n
);
    reg [ADDRSIZE:0] rq1_wptr;
    always @(posedge rclk or negedge rrst_n) begin
        if (!rrst_n) {rq2_wptr, rq1_wptr} <= 0;
        else         {rq2_wptr, rq1_wptr} <= {rq1_wptr, wptr};
    end
endmodule
module wptr_full #(parameter ADDRSIZE = 4) (
    output reg wfull,
    output     [ADDRSIZE-1:0] waddr,
    output reg [ADDRSIZE:0] wptr,
    input      [ADDRSIZE:0] wq2_rptr,
    input      winc, wclk, wrst_n
);
    reg [ADDRSIZE:0] wbin;
    wire [ADDRSIZE:0] wgraynext, wbinnext;
    always @(posedge wclk or negedge wrst_n) begin
        if (!wrst_n) {wbin, wptr} <= 0;
        else         {wbin, wptr} <= {wbinnext, wgraynext};
    end
    assign waddr = wbin[ADDRSIZE-1:0];
    assign wbinnext = wbin + (winc & ~wfull);
    assign wgraynext = (wbinnext >> 1) ^ wbinnext;
    wire wfull_val = (wgraynext == {~wq2_rptr[ADDRSIZE:ADDRSIZE-1], 
                                     wq2_rptr[ADDRSIZE-2:0]});
    always @(posedge wclk or negedge wrst_n) begin
        if (!wrst_n) wfull <= 1'b0;
        else         wfull <= wfull_val;
    end
endmodule
==> run.sh <==
#!/bin/bash
# OpenROAD 26Q1-2900-gdf79404cd8, Yosys 0.63+post, stock flow scripts
make -C /OpenROAD-flow-scripts/flow DESIGN_CONFIG=/design/flow/config.mk WORK_HOME=/design/flow/orfs finish
==> impl_metrics.env <==
# physical design summary
export IMPL_tightest_slew_ps=731
export IMPL_grt_ovfl_total=0
export IMPL_synthToLayoutAreaGrowth_pct=19.3
export IMPL_yosysWarnings=5
export IMPL_cp_arrival_ps=2380
export IMPL_cp_end_kind="primary output"
export IMPL_path_class="flip-flop to primary output"
export IMPL_status="finished, final reports clean"
export IMPL_final_cells=555
export IMPL_required_ps=2880
export IMPL_yosysSeqAreaShare_pct=76.2
export IMPL_cp_max_fo=7
export IMPL_netlist_area_sq_um=6360
export IMPL_die_area_sq_um=13200
export IMPL_synthArstFlopShare_pct=23.8
export IMPL_io_buffers=22
export IMPL_slowest_delay_ps=510
export IMPL_routed_wl_um=12100
export IMPL_cts_setup_buffers=0
export IMPL_dp_final_hpwl_um=7380
export IMPL_final_antenna_net_count=0
export IMPL_dp_slack_ps=650
export IMPL_post_route_cells_drive_above_1_share_pct=23.5
export IMPL_rsz0062_at_grt="no"
export IMPL_cts_hold_buf=0
export IMPL_setup_viol=0
export IMPL_synth_area_per_cell_sq_um=19.8
export IMPL_hold_path_class="flip-flop to flip-flop"
export IMPL_cp_slowest_cell="mux4_2"
export IMPL_grt_pass1_vias=3312
export IMPL_lay_top_count="edfxtp_1"
export IMPL_clkPwrFrac_pct=29.9
export IMPL_slew_viol_final=0
export IMPL_pin_count=24
export IMPL_drc=0
export IMPL_clock_sinks=168
export IMPL_grt_pass1_wl_um=18900
export IMPL_fp_util_pct=52.1
export IMPL_yosys_register_bits=168
export IMPL_grt_use_total_pct=22.5
export IMPL_synthCells=322
export IMPL_yosysTopAreaCell="edfxtp_1"
export IMPL_cts_tree="built"
export IMPL_die_w_um=115
export IMPL_rows=40
export IMPL_fin_setup_tns_ps=0
export IMPL_ys_cells=322
export IMPL_vias=3057
export IMPL_antenna_found_initial=1
export IMPL_drtIter0Drc=225
export IMPL_ir_worst_vdd_v=0.000840
export IMPL_final_area_sq_um=7590
export IMPL_finalHoldViolCount=0
export IMPL_cap_violations=0
export IMPL_ys_flop_type="edfxtp_1"
export IMPL_wl_per_cell_um=21.8
export IMPL_synthTopCellsByArea="edfxtp_1 (60%), dfrtp_1 (15%), mux4_2 (11%), a22oi_1 (1.9%), xor2_1 (1.8%)"
export IMPL_first_pass_iters=4
export IMPL_core_area_sq_um=12200
export IMPL_p_sw_w=0.00191
export IMPL_fin_ws_ps=499
export IMPL_placed_area_sq_um=6920
export IMPL_vias_per_cell=5.51
export IMPL_cp_start_kind="flip-flop"
export IMPL_relSlewSlack_pct=51.1
export IMPL_p_seq_share_pct=40.9
export IMPL_warnings=26
export IMPL_gp_congestion=0.763
export IMPL_yosysUniqueCellTypes=28
export IMPL_internal_power_w=0.00472
export IMPL_path_cells="buf_4, mux4_2, a22oi_1, nand2_1, clkdlybuf4s50_1"
export IMPL_final_cell_mix="edfxtp_1 (128), dfrtp_1 (38), mux4_2 (32)"
export IMPL_grt_max_degree=36
export IMPL_holdWs_ps=180
export IMPL_cts_resized=0
export IMPL_edf_count=128
export IMPL_fin_skew_ps=4.81
export IMPL_leakagePower_nw=2.67
export IMPL_die_h_um=115
export IMPL_n_antenna_cell=0
export IMPL_p_comb_share_pct=29.2
export IMPL_post_place_cells=519
export IMPL_clk_pin_slew_ps=50
export IMPL_swShare_pct=28.8
export IMPL_netlist_area_leader_share_pct=60.4
export IMPL_p_per_area_nw_per_um2=873
export IMPL_ys_chip_area_sq_um=6360
-- kinds of logic (layout without fill, tap and decap cells) --
kind of cell,Yosys count,in the layout,synth area share (%)
muxes,32,32,11.3
and+or+nand+nor,53,53,3.89
AOI/OAI and AO/OA,19,19,2.38
adders and majority gates,4,4,0.787
xor gates and xnor gates,25,25,4.01
buffers and inverters,21,86,1.42
DFF,168,168,76.2
-- power groups by stage --
stage | Sequential, W | Combinational (W) | Clock, W
after CTS | 0.00272 | 0.00197 | 0.00202
after global routing | 0.00276 | 0.00213 | 0.00209
final | 0.00271 | 0.00194 | 0.00198
-- layer usage --
metal	routed length [um]	vias to the layer above	GRT usage, %
li1	-	1358	-
met1	5460	1559	40.3
met2	5420	123	30.9
met3	1010	17	9.60
met4	207	0	3.38
met5	0	-	2.22
-- per-stage QoR --
step | power [W] | util, %
after floorplan | 0.00395 | -
after global placement | 0.00469 | 56.6
after detailed placement | 0.00469 | 56.6
after CTS | 0.00671 | 62.1
after global routing | 0.00698 | 62.1
final | 0.00663 | 62.1
-- registers in the layout, indices dropped and copies added (netlist names) --
signal and count:
fifomem.mem 128, rptr_empty.rptr 5, sync_r2w.wq1_rptr 5, sync_r2w.wq2_rptr 5, sync_w2r.rq1_wptr 5, sync_w2r.rq2_wptr 5
wptr_full.wptr 5, rptr_empty.rbin 4, wptr_full.wbin 4, rptr_empty.rempty 1, wptr_full.wfull 1
-- worst paths after layout --
kind	startpoint	endpoint	slack, ps	cells after the start
worst max-delay path	rptr_empty.rbin[0]	rdata[4]	500	5
worst min-delay path	rptr_empty.rptr[3]	sync_r2w.wq1_rptr[3]	180	0
worst max register to register	rptr_empty.rempty	rptr_empty.rempty	1380	7
worst min register to register	rptr_empty.rptr[3]	sync_r2w.wq1_rptr[3]	180	0
max in group clk1	winc	wptr_full.wfull	1110	9
max in group asynchronous	rrst_n	rptr_empty.rempty	2530	2
min in group clk0	sync_w2r.rq1_wptr[1]	sync_w2r.rq2_wptr[1]	350	0
min in group asynchronous	wrst_n	sync_r2w.wq2_rptr[1]	640	2
-- critical path: cells and delay by family, from the launching register on --
family / cells / cell delay [ps]
buffers and inverters: 2 / 640
AND/OR/NAND/NOR: 1 / 100
AND-OR/OR-AND: 1 / 380
flip-flops: 1 / 490
multiplexers: 1 / 510
-- synth_stat cells (5+ instances only) --
cell type,number
nor2_1,15
mux4_2,32
edfxtp_1,128
xnor2_1,9
inv_1,6
xor2_1,13
dfrtp_1,39
nand3_1,8
nand2_1,13
a22oi_1,16
or3_1,5
clkbuf_1,5
buf_2,9
-- final cells by class --
cell class / instances / area [sq um]
fillers: 894 / 4620
inverters: 6 / 22.5
flip-flops and latches: 168 / 4850
multi-input cells: 133 / 1430
well taps: 168 / 210
clock inverters: 14 / 165
clock buffers: 22 / 508
repair buffers: 44 / 410
Power and IR drop assume default switching activity.
